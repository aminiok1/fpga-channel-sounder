File: flow/config.mk
export PLATFORM = sky130hd
export DESIGN_NAME = bram_to_stream_dual_v1_0
export DESIGN_NICKNAME = bram_to_stream_dual_v1_0
export VERILOG_FILES = /design/flow/design.v
export SDC_FILE = /design/flow/constraint.sdc
export NUM_CORES = 4
export LEC_CHECK = 1
export CORE_AREA = 10 10 84 84
export DIE_AREA = 0 0 94 94
File: flow/constraint.sdc
current_design bram_to_stream_dual_v1_0

set clk_period 7.5
set clk_io_pct 0.2

create_clock -name clk0 -period $clk_period [get_ports {m00_axis_aclk}]

set non_clock_inputs [all_inputs -no_clocks]
set_input_delay [expr $clk_period * $clk_io_pct] -clock clk0 $non_clock_inputs
set_output_delay [expr $clk_period * $clk_io_pct] -clock clk0 [all_outputs]
File: flow/design.v
`timescale 1 ns / 1 ps
	module bram_to_stream_dual_v1_0 #
	(
		parameter integer BRAM_DEPTH_BITS = 10,
		parameter integer C_M00_AXIS_TDATA_WIDTH	= 48,
		parameter integer BRAM_TDATA_WIDTH	= 64
	)
	(
        output wire [BRAM_DEPTH_BITS-1:0] bram_addr,
        input wire [BRAM_TDATA_WIDTH-1 : 0] bram_datain,
		input wire  m00_axis_aclk,
		input wire  m00_axis_aresetn,
		output wire  m00_axis_tvalid,
		output wire [C_M00_AXIS_TDATA_WIDTH-1 : 0] m00_axis_tdata,
		output wire [(C_M00_AXIS_TDATA_WIDTH/8)-1 : 0] m00_axis_tstrb,
		output wire  m00_axis_tlast,
		input wire  m00_axis_tready,
		input wire  m01_axis_aclk,
		input wire  m01_axis_aresetn,
		output wire  m01_axis_tvalid,
		output wire [C_M00_AXIS_TDATA_WIDTH-1 : 0] m01_axis_tdata,
		output wire [(C_M00_AXIS_TDATA_WIDTH/8)-1 : 0] m01_axis_tstrb,
		output wire  m01_axis_tlast,
		input wire  m01_axis_tready
	);
	bram_to_stream_dual_v1_0_M00_AXIS # ( 
		.C_M_AXIS_TDATA_WIDTH(C_M00_AXIS_TDATA_WIDTH)
	) bram_to_stream_dual_v1_0_M00_AXIS_inst (
		.M0_AXIS_ACLK(m00_axis_aclk),
		.M0_AXIS_ARESETN(m00_axis_aresetn),
		.M0_AXIS_TVALID(m00_axis_tvalid),
		.M0_AXIS_TDATA(m00_axis_tdata),
		.M0_AXIS_TSTRB(m00_axis_tstrb),
		.M0_AXIS_TLAST(m00_axis_tlast),
		.M0_AXIS_TREADY(m00_axis_tready),
		.M1_AXIS_ACLK(m01_axis_aclk),
		.M1_AXIS_ARESETN(m01_axis_aresetn),
		.M1_AXIS_TVALID(m01_axis_tvalid),
		.M1_AXIS_TDATA(m01_axis_tdata),
		.M1_AXIS_TSTRB(m01_axis_tstrb),
		.M1_AXIS_TLAST(m01_axis_tlast),
		.M1_AXIS_TREADY(m01_axis_tready),
		.BRAM_ADDR(bram_addr),
        .BRAM_DATAIN(bram_datain)
	);
	endmodule
`timescale 1 ns / 1 ps
	module bram_to_stream_dual_v1_0_M00_AXIS #
	(
		 parameter integer BRAM_DEPTH_BITS =  10,
		parameter integer C_M_AXIS_TDATA_WIDTH	= 48,
		parameter integer BRAM_TDATA_WIDTH	= 64
	)
	(
		output wire [BRAM_DEPTH_BITS-1:0] BRAM_ADDR,
        input wire [BRAM_TDATA_WIDTH-1 : 0] BRAM_DATAIN,
		input wire  M0_AXIS_ACLK, M1_AXIS_ACLK,
		input wire  M0_AXIS_ARESETN, M1_AXIS_ARESETN,
		output wire  M0_AXIS_TVALID, M1_AXIS_TVALID,
		output wire [C_M_AXIS_TDATA_WIDTH-1 : 0] M0_AXIS_TDATA, M1_AXIS_TDATA,
		output wire [(C_M_AXIS_TDATA_WIDTH/8)-1 : 0] M0_AXIS_TSTRB, M1_AXIS_TSTRB,
		output wire  M0_AXIS_TLAST, M1_AXIS_TLAST,
		input wire  M0_AXIS_TREADY, M1_AXIS_TREADY
	);
	localparam FILTER_SIZE = 16;
	localparam NUMBER_OF_REAL_IMAG_WORDS = 1024;
	localparam NUMBER_OF_OUTPUT_WORDS = NUMBER_OF_REAL_IMAG_WORDS + FILTER_SIZE;          
	parameter [1:0] IDLE = 2'b00,
	                SEND_STREAM   = 2'b01; 
	reg  [1:0] c_state , r_state ;
	reg r_axi_tvalid, c_axi_tvalid;
	reg c_axi_tlast, r_axi_tlast;
	wire [BRAM_DEPTH_BITS-1 : 0] r_read_pointer; 
	reg [BRAM_DEPTH_BITS : 0] r_read_ctr, c_read_ctr;      
    assign r_read_pointer = (r_read_ctr < NUMBER_OF_REAL_IMAG_WORDS) ? r_read_ctr[BRAM_DEPTH_BITS-1:0] : 'd0;
	assign BRAM_ADDR = r_read_pointer;
	assign M0_AXIS_TDATA	= (r_read_ctr <= NUMBER_OF_REAL_IMAG_WORDS) ? {BRAM_DATAIN[55:32], BRAM_DATAIN[23:0]} : 'd0;  
	assign M0_AXIS_TSTRB	= {(C_M_AXIS_TDATA_WIDTH/8){1'b1}};
	assign M0_AXIS_TVALID = r_axi_tvalid;
	assign M0_AXIS_TLAST	= r_axi_tlast;
	assign M1_AXIS_TDATA	= (r_read_ctr <= NUMBER_OF_REAL_IMAG_WORDS) ? {BRAM_DATAIN[55:32], BRAM_DATAIN[23:0]} : 'd0;  
	assign M1_AXIS_TSTRB	= {(C_M_AXIS_TDATA_WIDTH/8){1'b1}};
	assign M1_AXIS_TVALID = r_axi_tvalid;
	assign M1_AXIS_TLAST	= r_axi_tlast;
	always @(*) begin
		c_state  = r_state;
		c_axi_tvalid = r_axi_tvalid;
		c_axi_tlast = r_axi_tlast;
		c_read_ctr = r_read_ctr;
		case (r_state)
		IDLE: begin
			c_axi_tvalid = 1'b0;
			c_state = SEND_STREAM;
		end
		SEND_STREAM: begin
			c_axi_tvalid = 1'b1;
			if (M0_AXIS_TREADY & M1_AXIS_TREADY) begin
			    if (r_read_ctr == NUMBER_OF_REAL_IMAG_WORDS + FILTER_SIZE - 1)  
			         c_axi_tlast = 1'b1;
			    else 
			         c_axi_tlast = 1'b0;
				if (r_read_ctr == NUMBER_OF_REAL_IMAG_WORDS + FILTER_SIZE)
				    c_read_ctr = 'd1;
				else
				    c_read_ctr = r_read_ctr + 'd1;
			end
			c_state = SEND_STREAM;
		end
		default: begin 
			c_state = IDLE ; 
		end 
		endcase
	end
	always @(posedge M0_AXIS_ACLK) begin
		r_state  <= (!M0_AXIS_ARESETN) ?  'd0 : c_state;
		r_axi_tvalid <= (!M0_AXIS_ARESETN) ?  'd0 : c_axi_tvalid;
		r_axi_tlast <= (!M0_AXIS_ARESETN) ?  'd0 : c_axi_tlast;
		r_read_ctr <= (!M0_AXIS_ARESETN) ?  'd0 : c_read_ctr;
	end
endmodule
File: flow/run.sh
#!/bin/bash
# OpenROAD 26Q1-2900-gdf79404cd8, Yosys 0.63+post, stock flow scripts
make -C /OpenROAD-flow-scripts/flow DESIGN_CONFIG=/design/flow/config.mk WORK_HOME=/design/flow/orfs finish
==> out/qor.csv <==
stage,metric,value,unit
clock_tree,CTS hold repair buffers,0,
floorplan,cell row count,26,
detailed_routing,final wirelength,6530,µm
yosys,yosys warns,1,
final_timing,Final Hold Slack,486,ps
setup_path,maximum fanout along the worst path,2,
yosys,sequential area share after synthesis,19.1,%
hold_path,Hold/Removal Path Class,reg2reg,
detailed_routing,Antenna Diode Count,0,
final_timing,cycle use final,54.5,%
detailed_routing,vias per cell,3.97,
placement,hpwl dp,5790,µm
clock_tree,clock tree from TritonCTS,done,
power,Overall Power,239,µW
yosys,post-synth tally of flip-flops with integrated enable,0,
clock_tree,Root Driver,sky130_fd_sc_hd__clkbuf_8,
job,max_cap viols,0,
floorplan,full die area,0.00884,mm²
setup_path,Worst Setup End Kind,output port,
power,leakage power figure,0.00111,µW
detailed_routing,final routed wire length divided by cell count,17.1,µm
detailed_routing,First DRT Iteration DRCs,38,
grt,number of global-route vias before repair,1443,
power,Pwr per Cell Area,84.3,mW/mm²
final_timing,unrepaired setup endpoints after global routing,no,
yosys,Avg Inst Size Synth,7.67,µm²
final_timing,number of failing setup endpoints in the final timing report,0,
yosys,Gate Count Post-Synth,205,
final_timing,post-layout worst setup margin,3410,ps
grt,Overflow after GRT,0,
grt,total global-route track usage,13.3,%
yosys,flip-flop and latch count after synthesis,15,
floorplan,Die H,94,µm
grt,global-route wire length before repair,9050,µm
yosys,largest area contributor in the netlist,sky130_fd_sc_hd__buf_4,
power,worst vdd ir,63.3,µV
final_timing,Peak Freq,244,MHz
setup_path,Worst path top cell family by delay,buffers and inverters,
detailed_routing,DR vias,1512,
final_timing,Post-Route Skew,5.45,ps
setup_path,critical-path cell with the highest stage delay,sky130_fd_sc_hd__clkdlybuf4s50_1,
clock_tree,clock latency (worst-skew pair),240,ps
clock_tree,total number of H-tree levels,1,
setup_path,WP data arrival,2590,ps
clock_tree,number of buffers inserted during clock tree synthesis,3,
layout,tally of filler cells in the layout,505,
grt,largest net degree at the start of global routing,49,
final_timing,Final Hold Violating Endpoints,0,
detailed_routing,length of the first detailed-routing pass in iterations,3,
run_status,outcome,"finished, final reports clean",
job,number of warnings the tools reported,44,
yosys,Synth Flop Type,sky130_fd_sc_hd__dfxtp_1,
hold_path,source of the worst hold timing path,bram_to_stream_dual_v1_0_M00_AXIS_inst.r_state[1]$_DFF_P_,
yosys,synth top area cells,"sky130_fd_sc_hd__buf_4 (30%), sky130_fd_sc_hd__and2_1 (19%), sky130_fd_sc_hd__dfxtp_1 (19%)",
setup_path,crit-path max cell delay,520,ps
yosys,Netlist Area Pre-Place,0.00157,mm²
clock_tree,Bufs on Longest Clock Path,2,
placement,worst slack after detailed placement,3410,ps
final_timing,accumulated negative setup slack,0,ps
yosys,cell count in the Yosys report,205,
setup_path,type of the worst setup path,in2out,
clock_tree,# Post-CTS Setup Buffers,0,
yosys,share of the synthesized area in the top cell type,29.6,%
setup_path,Most common cell on crit path,sky130_fd_sc_hd__clkdlybuf4s50_1,
clock_tree,Num Clock Sinks,15,
floorplan,Die X-Extent,94,µm
floorplan,number of I/O pins,192,
yosys,yosys-reported design area after synthesis,0.00157,mm²
detailed_routing,number of antenna-violating nets in the routed design,0,
floorplan,floorplan core area,0.00520,mm²
placement,total of buffers placed on input and output ports,161,
layout,"commonest cells after routing, fill and taps aside","sky130_fd_sc_hd__clkdlybuf4s50_1 (161), sky130_fd_sc_hd__and2_1 (49), sky130_fd_sc_hd__nor2_1 (17), sky130_fd_sc_hd__dfxtp_1 (15), sky130_fd_sc_hd__conb_1 (12)",
grt,number of antenna violations at the first check in global routing,0,
yosys,"FFs w/ async S/R, synth",0,%
final_timing,final tally of max-slew violations,0,
placement,global placer's final weighted congestion,0.855,
clock_tree,number of instances resized during post-cts repair,0,
layout,most frequent logic cell in the layout,sky130_fd_sc_hd__clkdlybuf4s50_1,
clock_tree,clock transition at the registers of the reported paths,60,ps
final_timing,post-layout minimum cycle time,4090,ps
detailed_routing,number of design rule violations left after detail routing,0,
setup_path,start point of the critical path,bram_datain[33],
setup_path,required time of the worst setup path,6000,ps
setup_path,buffers plus inverters on the worst setup path,2,
layout,area overhead of the layout relative to synthesis,80.2,%
yosys,Cell variety after synth,24,
setup_path,cells along the critical path,clkdlybuf4s50_1 -> and2_1 -> clkdlybuf4s50_1,
layout,fraction of final layout cells with drive strength greater than 1,2.57,%
floorplan,effective utilization at floorplan,30.2,%
setup_path,Startpoint Class,input port,
area by class of cell:
cell class	instances	area, µm²	share of cell area (%)
repair buffers	162	1620	57.1
inverters	5	18.8	0.662
clock buffers	4	45.0	1.59
multi-input cells	125	763	26.9
flip-flops and latches	15	300	10.6
well taps	70	87.6	3.09
metal layers:
| metal | track usage (%) | vias up | wire length (µm) |
|---|---|---|---|
| li1 | - | 787 | - |
| met1 | 15.1 | 643 | 2480 |
| met2 | 24.5 | 80 | 3380 |
| met3 | 4.60 | 2 | 648 |
| met4 | 0.759 | 0 | 24 |
| met5 | 0 | - | 0 |
final timing paths:
| check | end | slack [ps] | cells after the start |
|---|---|---|---|
| max reg2reg | flop | 5800 | 4 |
| max | m00_axis_tdata[25] | 3410 | 3 |
| min reg2reg | flop | 490 | 2 |
| min | flop | 490 | 2 |
state kept, by name, indices dropped and copies added, names as in the netlist:
register and cells:
bram_to_stream_dual_v1_0_M00_AXIS_inst.r_state 2, bram_to_stream_dual_v1_0_M00_AXIS_inst.r_axi_tvalid 1, bram_to_stream_dual_v1_0_M00_AXIS_inst.r_read_ctr 11, bram_to_stream_dual_v1_0_M00_AXIS_inst.r_axi_tlast 1
power breakdown:
| group | total, µW | switching [µW] | internal, µW |
|---|---|---|---|
| registers | 81.9 | 0.909 | 81.0 |
| clock network | 64.3 | 26.8 | 37.5 |
| logic | 92.6 | 18.5 | 74.1 |
| total | 239 | 46.2 | 193 |
cell families after synthesis:
logic type	count (synthesis)	synth area share (%)
xor+xnor	9	5.01
fa+ha+maj	2	1.59
simple gates	94	35.7
other cells	1	0.238
buf+inv	76	35.0
flops	15	19.1
compound gates	8	3.34
worst register-to-register path, stage by stage, from the launching register on:
cell,delay [ps]
sky130_fd_sc_hd__dfxtp_1,600
sky130_fd_sc_hd__nor2b_1,250
sky130_fd_sc_hd__nand4_2,170
sky130_fd_sc_hd__o21ai_2,440
sky130_fd_sc_hd__nor2_1,100
cell usage after synthesis (3+ instances only):
cell,count
sky130_fd_sc_hd__inv_1,5
sky130_fd_sc_hd__nor2b_1,9
sky130_fd_sc_hd__dfxtp_1,15
sky130_fd_sc_hd__nor2_1,17
sky130_fd_sc_hd__clkbuf_1,3
sky130_fd_sc_hd__buf_4,62
sky130_fd_sc_hd__and4_1,3
sky130_fd_sc_hd__buf_6,4
sky130_fd_sc_hd__xor2_1,8
sky130_fd_sc_hd__and3_1,3
sky130_fd_sc_hd__nand2_1,4
sky130_fd_sc_hd__nand4_1,5
sky130_fd_sc_hd__a21oi_1,3
sky130_fd_sc_hd__and2_1,49
metrics by stage:
stage,std cells,utilization [%],cell area [µm²]
floorplan,216,-,1610
global placement,377,53.6,2790
detailed placement,377,53.6,2790
CTS,381,54.4,2830
global route,381,54.4,2830
finish,381,54.4,2830
Power is estimated from default activity; no workload was simulated.
