### /design/flow/config.mk
export PLATFORM = sky130hd
export DESIGN_NAME = stream_to_bram_v1_0
export DESIGN_NICKNAME = stream_to_bram_v1_0
export VERILOG_FILES = /design/flow/design.v
export SDC_FILE = /design/flow/constraint.sdc
export NUM_CORES = 4
export LEC_CHECK = 1
export CORE_UTILIZATION = 40
### /design/flow/constraint.sdc
current_design stream_to_bram_v1_0

set clk_period 3.3
set clk_io_pct 0.2

create_clock -name clk0 -period $clk_period [get_ports {s00_axis_aclk}]

set non_clock_inputs [all_inputs -no_clocks]
set_input_delay [expr $clk_period * $clk_io_pct] -clock clk0 $non_clock_inputs
set_output_delay [expr $clk_period * $clk_io_pct] -clock clk0 [all_outputs]
### /design/flow/design.v
`timescale 1 ns / 1 ps
	module stream_to_bram_v1_0 #
	(
        parameter integer BRAM_DEPTH = 11,
        parameter integer BRAM_DATA_WIDTH = 64,
		parameter integer C_S00_AXIS_TDATA_WIDTH	= 64
	)
	(
        output wire [BRAM_DEPTH-1 : 0] bram_addr,
		output wire [BRAM_DATA_WIDTH-1 : 0] bram_dataout,
		output wire bram_w_enable,
		input wire  s00_axis_aclk,
		input wire  s00_axis_aresetn,
		output wire  s00_axis_tready,
		input wire [C_S00_AXIS_TDATA_WIDTH-1 : 0] s00_axis_tdata,
		input wire [(C_S00_AXIS_TDATA_WIDTH/8)-1 : 0] s00_axis_tstrb,
		input wire  s00_axis_tlast,
		input wire  s00_axis_tvalid
	);
	stream_to_bram_v1_0_S00_AXIS # ( 
		.C_S_AXIS_TDATA_WIDTH(C_S00_AXIS_TDATA_WIDTH),
		.BRAM_DEPTH(BRAM_DEPTH),
        .BRAM_DATA_WIDTH(BRAM_DATA_WIDTH)
	) stream_to_bram_v1_0_S00_AXIS_inst (
		.S_AXIS_ACLK(s00_axis_aclk),
		.S_AXIS_ARESETN(s00_axis_aresetn),
		.S_AXIS_TREADY(s00_axis_tready),
		.S_AXIS_TDATA(s00_axis_tdata),
		.S_AXIS_TSTRB(s00_axis_tstrb),
		.S_AXIS_TLAST(s00_axis_tlast),
		.S_AXIS_TVALID(s00_axis_tvalid),
		.BRAM_ADDR(bram_addr),
		.BRAM_DATAOUT(bram_dataout),
		.BRAM_W_ENABLE(bram_w_enable)
	);
	endmodule
`timescale 1 ns / 1 ps
	module stream_to_bram_v1_0_S00_AXIS #
	(
        parameter integer BRAM_DEPTH = 11,
        parameter integer BRAM_DATA_WIDTH = 64,
		parameter integer C_S_AXIS_TDATA_WIDTH	= 64
	)
	(
		output wire [BRAM_DEPTH-1 : 0] BRAM_ADDR,
		output wire [BRAM_DATA_WIDTH-1 : 0] BRAM_DATAOUT,
		output wire BRAM_W_ENABLE,
		input wire  S_AXIS_ACLK,
		input wire  S_AXIS_ARESETN,
		output wire  S_AXIS_TREADY,
		input wire [C_S_AXIS_TDATA_WIDTH-1 : 0] S_AXIS_TDATA,
		input wire [(C_S_AXIS_TDATA_WIDTH/8)-1 : 0] S_AXIS_TSTRB,
		input wire  S_AXIS_TLAST,
		input wire  S_AXIS_TVALID
	);
	localparam NUMBER_OF_INPUT_WORDS  = 1024 + 32;
	parameter [1:0] IDLE = 2'b00,
	                RECEIVE_STREAM   = 2'b01; 
	reg  [1:0] c_state , r_state ;
	reg r_w_enable;
	reg r_axi_tlast;
	reg [BRAM_DEPTH-1 : 0] r_write_pointer, c_write_pointer;                                                      
    (* dont_touch = "true" *) reg [BRAM_DATA_WIDTH-1 : 0] r_axis_tdata;
	assign S_AXIS_TREADY = 1'b1;
	assign BRAM_ADDR = r_write_pointer;
	assign BRAM_W_ENABLE = r_w_enable;
	assign BRAM_DATAOUT = r_axis_tdata;  
	always @(*) begin
		c_state  = r_state;
		c_write_pointer = r_write_pointer;
		case (r_state)
		IDLE: begin
			c_state = RECEIVE_STREAM;
		end
		RECEIVE_STREAM: begin
			if (r_w_enable) begin
				if((r_write_pointer == NUMBER_OF_INPUT_WORDS - 1) || r_axi_tlast)
					c_write_pointer = 'd0;
				else
					c_write_pointer = r_write_pointer + 'd1;
			end
		end
		default: begin 
			c_state = IDLE ; 
		end 
		endcase
	end
	always @(posedge S_AXIS_ACLK) begin
		r_state  <= (!S_AXIS_ARESETN) ?  'd0 : c_state;
		r_w_enable  <= (!S_AXIS_ARESETN) ?  'd0 : S_AXIS_TVALID;
		r_axi_tlast  <= (!S_AXIS_ARESETN) ?  'd0 : S_AXIS_TLAST;
		r_write_pointer <= (!S_AXIS_ARESETN) ?  'd0 : c_write_pointer;
		r_axis_tdata <= (!S_AXIS_ARESETN) ?  'd0 : S_AXIS_TDATA;
	end
endmodule
### /design/flow/run.sh
#!/bin/bash
# OpenROAD 26Q1-2900-gdf79404cd8, Yosys 0.63+post, stock flow scripts
make -C /OpenROAD-flow-scripts/flow DESIGN_CONFIG=/design/flow/config.mk WORK_HOME=/design/flow/orfs finish
==> node_exporter_impl.prom <==
# HELP chip_impl_metric Flow report values
# TYPE chip_impl_metric gauge
chip_impl_metric{name="crit_buf_inv",unit=""} 1
chip_impl_metric{name="drt_pre_antenna_iters",unit=""} 4
chip_impl_metric{name="die_height",unit="µm"} 78.5
chip_impl_metric{name="final_period_minus_worst_setup_slack",unit="ns"} 1.97
chip_impl_info{name="synth.comb.largest_family",value="simple AND/OR/NAND/NOR gates"} 1
chip_impl_metric{name="xor_area_frac",unit=""} 0.0374
chip_impl_metric{name="irDropWorstVdd",unit="mV"} 0.293
chip_impl_metric{name="postSynthRegisterBits",unit=""} 78
chip_impl_metric{name="mux_share",unit=""} 0
chip_impl_metric{name="cts-htree-levels",unit=""} 3
chip_impl_info{name="tritoncts",value="yes"} 1
chip_impl_metric{name="p_leak",unit="nW"} 1.54
chip_impl_metric{name="dieWidth",unit="µm"} 78.5
chip_impl_metric{name="ys_async_sr_fraction",unit=""} 0
chip_impl_metric{name="ys_chip_area",unit="µm²"} 2340
chip_impl_metric{name="num_io_pins",unit=""} 153
chip_impl_metric{name="place_hpwl",unit="µm"} 3720
chip_impl_metric{name="remaining_antenna_violation_count",unit=""} 0
chip_impl_metric{name="whs",unit="ns"} 0.510
chip_impl_metric{name="synth_compound_gate_area_share",unit=""} 0.00963
chip_impl_metric{name="synth.cellmix.simpleShare",unit=""} 0.258
chip_impl_info{name="hold_path.class",value="flop to flop"} 1
chip_impl_metric{name="cts.hold.buffers_added",unit=""} 0
chip_impl_metric{name="tool_warnings",unit=""} 34
chip_impl_info{name="worstPathCellList",value="clkdlybuf4s50_1"} 1
chip_impl_info{name="rsz0062_at_grt",value="false"} 1
chip_impl_metric{name="gr-usage-all-layers",unit=""} 0.181
chip_impl_metric{name="syn-instance-count",unit=""} 201
chip_impl_metric{name="power.net_switching",unit="mW"} 0.364
chip_impl_metric{name="io_buffers",unit=""} 143
chip_impl_metric{name="detail_route.wirelength",unit="µm"} 5170
chip_impl_metric{name="yosys-stat-cells",unit=""} 201
chip_impl_metric{name="sequentialPowerShare",unit=""} 0.556
chip_impl_metric{name="critPathRequiredTime",unit="ns"} 2.64
chip_impl_metric{name="max-cap-violations",unit=""} 0
chip_impl_metric{name="worst_clock_skew",unit="ns"} 0.00723
chip_impl_metric{name="worst-r2r-setup-slack",unit="ns"} 1.63
chip_impl_metric{name="cp_data_arrival_time",unit="ns"} 1.31
chip_impl_metric{name="drt_drc_violations_left",unit=""} 0
chip_impl_metric{name="rows",unit=""} 27
chip_impl_metric{name="gp_congestion",unit=""} 0.796
chip_impl_metric{name="drt-wirelength-per-cell",unit="µm"} 12.2
chip_impl_metric{name="grt_antenna_before_repair",unit=""} 0
chip_impl_metric{name="total_number_of_vias",unit=""} 1796
chip_impl_info{name="timing_worst_setup_path_type",value="flop to output port"} 1
chip_impl_metric{name="cts_inserted_buffers",unit=""} 9
chip_impl_info{name="synthDominantAreaCellType",value="dfxtp_1"} 1
chip_impl_metric{name="cts.path.max_buffers",unit=""} 2
chip_impl_metric{name="finalNonFillerCells",unit=""} 424
chip_impl_info{name="start_kind",value="flop"} 1
chip_impl_metric{name="number_of_drc_markers_after_the_initial_detailed_route_iteration",unit=""} 47
chip_impl_metric{name="worst_path_clk_slew",unit="ns"} 0.08
chip_impl_metric{name="maximum_number_of_pins_on_one_net_before_global_route_repair",unit=""} 69
chip_impl_metric{name="whs_path_depth",unit=""} 2
chip_impl_metric{name="ys_seq_frac",unit=""} 0.667
chip_impl_metric{name="area_growth_syn_to_layout",unit="%"} 70.4
chip_impl_metric{name="netlist.area_leader.share",unit=""} 0.667
chip_impl_metric{name="design.core.area",unit="µm²"} 5570
chip_impl_metric{name="timing.critical_path.slowest_cell_delay",unit="ns"} 0.51
chip_impl_info{name="status",value="complete, no violations"} 1
chip_impl_metric{name="cts_repair_resize_count",unit=""} 0
chip_impl_metric{name="initial_core_utilization",unit=""} 0.420
chip_impl_info{name="synth_top_cell_by_count",value="dfxtp_1"} 1
chip_impl_info{name="ys_top_cells_by_count",value="dfxtp_1 (78), and2_1 (66), nor2_1 (13)"} 1
chip_impl_metric{name="power.density_cell_area",unit="nW/µm²"} 450
chip_impl_metric{name="grt_pass1_vias",unit=""} 1755
chip_impl_metric{name="syn-mean-instance-area",unit="µm²"} 11.6
chip_impl_metric{name="fillers",unit=""} 454
chip_impl_metric{name="setup_viol",unit=""} 0
chip_impl_metric{name="timing.setup.tns",unit="ns"} 0
chip_impl_metric{name="enable_flop_cells",unit=""} 0
chip_impl_metric{name="antenna-diode-count",unit=""} 0
chip_impl_metric{name="syn_warnings",unit=""} 1
chip_impl_metric{name="hold_viol",unit=""} 0
chip_impl_metric{name="post_synthesis_adder_cell_area_fraction",unit=""} 0.00535
chip_impl_metric{name="postCtsSetupBuffers",unit=""} 0
chip_impl_metric{name="path_max_fanout",unit=""} 7
chip_impl_metric{name="max_freq",unit="MHz"} 508
chip_impl_metric{name="final_layout_size_suffix_gt1_frac",unit=""} 0.0625
chip_impl_metric{name="dp_cells",unit=""} 408
chip_impl_metric{name="pwr-share-comb",unit=""} 0.107
chip_impl_info{name="cp_slowest_cell",value="clkdlybuf4s50_1"} 1
chip_impl_metric{name="grt_first_pass_wirelength",unit="µm"} 8380
chip_impl_metric{name="final_core_util",unit=""} 0.715
chip_impl_metric{name="area_of_the_die",unit="µm²"} 6160
chip_impl_metric{name="p_int",unit="mW"} 1.43
chip_impl_info{name="critPathCaptureType",value="output port"} 1
chip_impl_metric{name="power.share.clock",unit=""} 0.337
chip_impl_info{name="synthFlopType",value="dfxtp_1"} 1
chip_impl_metric{name="clock-sinks",unit=""} 78
chip_impl_metric{name="net_switching_share_of_the_total_power",unit=""} 0.203
chip_impl_info{name="top_cells_by_area",value="dfxtp_1 (67%), and2_1 (18%), xnor2_1 (2.6%)"} 1
chip_impl_metric{name="via_per_inst",unit=""} 4.24
chip_impl_metric{name="synth_cell_types",unit=""} 24
chip_impl_metric{name="drv_slew",unit=""} 0
chip_impl_info{name="dominant_delay_contributor_by_cell_family_on_the_critical_path",value="buffers and inverters"} 1
chip_impl_metric{name="syn_area",unit="µm²"} 2340
chip_impl_metric{name="grt_overflow",unit=""} 0
chip_impl_info{name="clock_tree_root",value="clkbuf_8"} 1
chip_impl_metric{name="clock_latency_on_the_worst_skew_pair",unit="ns"} 0.33
chip_impl_metric{name="total_power",unit="mW"} 1.80
chip_impl_metric{name="rr_worst_depth",unit=""} 5
chip_impl_metric{name="min_period_over_period",unit=""} 0.596
-- per-stage QoR --
step / area [µm²] / setup slack, ns
2_1_floorplan: 2340 / 2.00
3_3_place_gp: 3820 / 1.57
3_5_place_dp: 3820 / 1.58
4_1_cts: 3990 / 1.32
5_1_grt: 3990 / 1.25
6_report: 3990 / 1.33
-- worst max-delay path by stage --
stage / start / end / depth (start not counted)
CTS: flop / bram_addr[2] / 1
global route: flop / bram_addr[2] / 1
finish: flop / bram_addr[2] / 1
-- registers in the layout (all words and copies together), names as in the netlist --
register	count
stream_to_bram_v1_0_S00_AXIS_inst.r_axis_tdata	64
stream_to_bram_v1_0_S00_AXIS_inst.r_write_pointer	11
stream_to_bram_v1_0_S00_AXIS_inst.r_axi_tlast	1
stream_to_bram_v1_0_S00_AXIS_inst.r_state	1
stream_to_bram_v1_0_S00_AXIS_inst.r_w_enable	1
-- power groups by stage --
stage     combinational (mW)  sequential, mW  clock (mW)
4_1_cts                0.195           0.998       0.627
5_1_grt                0.210            1.00       0.677
6_report               0.191           0.998       0.606
-- cell type report --
| cell class | instances | area, µm² | share of cell area |
|---|---|---|---|
| Inverter | 1 | 3.75 | 0.000942 |
| Timing Repair Buffer | 144 | 1430 | 0.360 |
| Sequential cell | 78 | 1560 | 0.392 |
| Clock inverter | 4 | 22.5 | 0.00565 |
| Tap cell | 72 | 90.1 | 0.0226 |
| Clock buffer | 12 | 145 | 0.0364 |
| Multi-Input combinational cell | 113 | 729 | 0.183 |
-- cell families after synthesis --
kind of cell / count (synthesis)
AOI/OAI and AO/OA: 3
xor gates and xnor gates: 10
adders and majority gates: 1
buffers and inverters: 10
DFF: 78
other: 1
and+or+nand+nor: 98
-- cell usage in the layout (no fill, tap or decap), types with 2 or more instances in the layout --
master | synthesis | final
nand3_1 | 6 | 6
and2_1 | 66 | 66
dfxtp_1 | 78 | 78
clkdlybuf4s50_1 | 0 | 142
xor2_1 | 3 | 3
clkinv_2 | 0 | 3
xnor2_1 | 7 | 7
clkbuf_1 | 7 | 2
nor3_1 | 2 | 2
nor2_1 | 13 | 13
nand2_1 | 4 | 4
clkbuf_8 | 0 | 10
-- routing by layer --
layer | wire, µm | track usage | vias up | part of all wire
met1 | 2070 | 0.242 | 773 | 0.40
met2 | 2220 | 0.258 | 95 | 0.43
met3 | 759 | 0.103 | 12 | 0.15
met4 | 118 | 0.0463 | 0 | 0.023
met5 | 0 | 0 | - | 0
li1 | - | - | 916 | -
Power figures rest on the tool's default switching activity, not on a simulated workload.
