==> design/flow/design.v <==
`timescale 1 ns / 1 ps
	module stream_to_bram_fft_v1_0 #
	(
         parameter integer BRAM_DEPTH = 10,
        parameter integer BRAM_DATA_WIDTH = 64,
		parameter integer C_S00_AXIS_TDATA_WIDTH	= 96
	)
	(
        output wire [BRAM_DEPTH-1 : 0] bram_addr,
		output wire [BRAM_DATA_WIDTH-1 : 0] bram_dataout,
		output wire bram_w_enable,
		input wire  s00_axis_aclk,
		input wire  s00_axis_aresetn,
		output wire  s00_axis_tready,
		input wire [C_S00_AXIS_TDATA_WIDTH-1 : 0] s00_axis_tdata,
		input wire [(C_S00_AXIS_TDATA_WIDTH/8)-1 : 0] s00_axis_tstrb,
		input wire  s00_axis_tlast,
		input wire  s00_axis_tvalid
	);
	stream_to_bram_fft_v1_0_S00_AXIS # ( 
		.C_S_AXIS_TDATA_WIDTH(C_S00_AXIS_TDATA_WIDTH),
		.BRAM_DEPTH(BRAM_DEPTH),
        .BRAM_DATA_WIDTH(BRAM_DATA_WIDTH)
	) stream_to_bram_fft_v1_0_S00_AXIS_inst (
		.S_AXIS_ACLK(s00_axis_aclk),
		.S_AXIS_ARESETN(s00_axis_aresetn),
		.S_AXIS_TREADY(s00_axis_tready),
		.S_AXIS_TDATA(s00_axis_tdata),
		.S_AXIS_TSTRB(s00_axis_tstrb),
		.S_AXIS_TLAST(s00_axis_tlast),
		.S_AXIS_TVALID(s00_axis_tvalid),
		.BRAM_ADDR(bram_addr),
		.BRAM_DATAOUT(bram_dataout),
		.BRAM_W_ENABLE(bram_w_enable)
	);
	endmodule
`timescale 1 ns / 1 ps
	module stream_to_bram_fft_v1_0_S00_AXIS #
	(
	  parameter integer BRAM_DEPTH = 10,
        parameter integer BRAM_DATA_WIDTH = 64,
		parameter integer C_S_AXIS_TDATA_WIDTH	= 96
	)
	(
		output wire [BRAM_DEPTH-1 : 0] BRAM_ADDR,
		output wire [BRAM_DATA_WIDTH-1 : 0] BRAM_DATAOUT,
		output wire BRAM_W_ENABLE,
		input wire  S_AXIS_ACLK,
		input wire  S_AXIS_ARESETN,
		output wire  S_AXIS_TREADY,
		input wire [C_S_AXIS_TDATA_WIDTH-1 : 0] S_AXIS_TDATA,
		input wire [(C_S_AXIS_TDATA_WIDTH/8)-1 : 0] S_AXIS_TSTRB,
		input wire  S_AXIS_TLAST,
		input wire  S_AXIS_TVALID
	);
	localparam NUMBER_OF_INPUT_WORDS  = 1024;
	parameter [1:0] IDLE = 2'b00,
	                RECEIVE_STREAM   = 2'b01; 
	reg  [1:0] c_state , r_state ;
	reg r_w_enable;
	reg r_axi_tlast;
	reg [BRAM_DEPTH-1 : 0] r_write_pointer, c_write_pointer;                                                      
    (* dont_touch = "true" *) reg [C_S_AXIS_TDATA_WIDTH-1 : 0] r_axis_tdata;
    (* dont_touch = "true" *) wire [42 : 0] r_axis_tdata_low, r_axis_tdata_high; 
	assign S_AXIS_TREADY = 1'b1;
	assign BRAM_ADDR = r_write_pointer;
	assign BRAM_W_ENABLE = r_w_enable;
	assign r_axis_tdata_low = (r_axis_tdata[42:0] >> 10);
	assign r_axis_tdata_high = (r_axis_tdata[90:48] >> 10);
	assign BRAM_DATAOUT = {r_axis_tdata_high[31:0], r_axis_tdata_low[31:0]};
	always @(*) begin
		c_state  = r_state;
		c_write_pointer = r_write_pointer;
		case (r_state)
		IDLE: begin
			c_state = RECEIVE_STREAM;
		end
		RECEIVE_STREAM: begin
			if (r_w_enable) begin
				if((r_write_pointer == NUMBER_OF_INPUT_WORDS - 1) || r_axi_tlast)
					c_write_pointer = 'd0;
				else
					c_write_pointer = r_write_pointer + 'd1;
			end
		end
		default: begin 
			c_state = IDLE ; 
		end 
		endcase
	end
	always @(posedge S_AXIS_ACLK) begin
		r_state  <= (!S_AXIS_ARESETN) ?  'd0 : c_state;
		r_w_enable  <= (!S_AXIS_ARESETN) ?  'd0 : S_AXIS_TVALID;
		r_axi_tlast  <= (!S_AXIS_ARESETN) ?  'd0 : S_AXIS_TLAST;
		r_write_pointer <= (!S_AXIS_ARESETN) ?  'd0 : c_write_pointer;
		r_axis_tdata <= (!S_AXIS_ARESETN) ?  'd0 : S_AXIS_TDATA;
	end
endmodule
==> design/flow/run.sh <==
#!/bin/bash
# OpenROAD 26Q1-2900-gdf79404cd8, Yosys 0.63+post, stock flow scripts
make -C /OpenROAD-flow-scripts/flow DESIGN_CONFIG=/design/flow/config.mk WORK_HOME=/design/flow/orfs finish
==> design/flow/config.mk <==
export PLATFORM = sky130hd
export DESIGN_NAME = stream_to_bram_fft_v1_0
export DESIGN_NICKNAME = stream_to_bram_fft_v1_0
export VERILOG_FILES = /design/flow/design.v
export SDC_FILE = /design/flow/constraint.sdc
export NUM_CORES = 4
export LEC_CHECK = 1
export CORE_UTILIZATION = 40
==> design/flow/constraint.sdc <==
current_design stream_to_bram_fft_v1_0

set clk_period 2.6
set clk_io_pct 0.2

create_clock -name clk0 -period $clk_period [get_ports {s00_axis_aclk}]

set non_clock_inputs [all_inputs -no_clocks]
set_input_delay [expr $clk_period * $clk_io_pct] -clock clk0 $non_clock_inputs
set_output_delay [expr $clk_period * $clk_io_pct] -clock clk0 [all_outputs]
==> run notes <==
Figures from the flow reports.

Worst hold path:
- The run gives the classification of the worst-slack hold path as reg2reg.
- The number of cells on the worst hold path is listed as 1.

Global routing:
- The run gives the total grt overflow as 0.
- The number of antenna violations at the first check in global routing was 0.
- The run puts the number of global-route vias before repair at between 1500 and 2000.
- The run puts the largest net degree at the start of global routing at between 40 and 50.
- The run puts the wire length of the first global-routing pass at between 8000 and 9000 µm.
- The run puts the total global routing track utilization at 0.182.

Power and ir drop:
- The run gives the peak supply drop as between 500 and 600 µV.
- The run gives the cell-internal power as approximately 2000 µW.
- The run gives the power spent charging and discharging nets as between 400 and 500 µW.
- The run puts the overall power after layout at 2450 µW.
- The run gives the net switching share of the total power as 0.185.
- The run gives the static leakage as 0.00157 µW.
- The run puts the part of the power in combinational logic at 0.100.
- The run gives the clock share of power as 0.389.
- The run gives the power density of the placed cells as 606 nW/µm².
- The run gives the share of total power in sequential cells as 0.512.

Drt:
- The run puts the tally of nets with antenna violations remaining after routing at 0.
- Before antenna repair, the detailed router went through 4 iterations.
- The run gives the final routed DRC violation total as 0.
- The run puts the violation tally from detailed-route iteration zero at 46.
- The routed layout has 1853 vias.
- The run gives the average wire length per cell after detail routing as ~12 µm.
- The run gives the total wirelength of the detailed-routed design as between 5000 and 6000 µm.
- The run puts the total inserted antenna cells at 0.
- The run gives the via count normalized by instance count as roughly 4.4.

Setup path:
- The run gives the element type at the critical path end as an output pin.
- The run puts the endpoint arrival time on the critical path at between 1 and 1.5 ns.
- The largest individual stage delay along the critical path comes from the cell sky130_fd_sc_hd__clkdlybuf4s50_1.
- The worst setup path is launched from a register.
- In the setup report, the worst path falls into the class reg2out.
- Together, buffers and inverters on the worst path number 1.
- The run gives the worst-case register-to-register setup slack as between 0.9 and 1 ns.
- The run gives the largest driver fanout on the critical path as 7.
- Measured in cells, the most critical reg-to-reg path has a length of 4.
- The timing report gives the biggest stage delay along the critical path as 0.52 ns.
- In this design, the largest share of critical-path delay is due to buffers and inverters.
- The critical path endpoint has a required time of 2.08 ns.
- For reference, the critical path cell chain is clkdlybuf4s50_1.

Timing:
- The run gives the total count of max-transition violations in the final report as 0.
- The run puts the count of endpoints failing hold in the final timing report at 0.
- The run gives the final clock period utilization by the worst path as 0.708.
- The run gives the worst clock skew as roughly 0.0017 ns.
- The run gives the fmax as between 500 and 600 MHz.
- For the pin with the worst max-slew slack, the measured transition is around 0.55 ns.
- The run gives the post-layout minimum cycle time as 1.84 ns.
- Setup repair after global routing left no endpoint under its margin.
- The run gives the total of endpoints with negative setup slack in the final report as 0.
- The run gives the aggregate negative setup slack as 0 ns.
- The slew check shows that the tightest pin keeps a relative margin of 0.633.

Clocking:
- The run gives the number of buffers added by the clock tree synthesis step as 9.
- The run puts the H-tree depth at 3.
- The run gives the number of buffers added to fix hold violations after cts as 0.
- CTS saw about 77 sinks.
- Buffers added to address setup during post-CTS repair amount to 0.
- At the later pin of the worst-skew pair, clock insertion delay measures between 0.3 and 0.4 ns.
- CTS placed an instance of sky130_fd_sc_hd__clkbuf_8 at the clock tree root.
- The run gives the clock-pin transition on the worst setup and hold timing paths as roughly 0.070 ns.
- The run puts the post-cts repair resize count at 0.
- The run gives the number of buffers on the longest clock path as 2.
- TritonCTS built the clock tree.

Status:
- The flow ran to the end, and the final reports show no timing, DRC or antenna violations.

Synth:
- The run gives the post-synthesis register bit count as slightly below 80.
- The run gives the number of different library cells in the post-synthesis netlist as 34.
- The run puts the number of cells produced by synthesis at 200.
- The warning tally printed by Yosys for this design is 1.
- The run puts the synthesized area per cell at between 10 and 15 µm².
- The run puts the Yosys chip area at around 2300 µm².
- The number of cells reported by Yosys stat comes to roughly 200.
- The run puts the fraction of the yosys area taken by sequential cells at 0.658.
- The mapped netlist covers approximately 2300 µm².

Die:
- The run puts the overall die height at just under 80 µm.
- For this design the top-level I/O count stands at 188.
- The initial utilization of the core area, before any placement, comes to 0.420.
- The run gives the number of core rows as 27.
- According to the floorplan report, the placeable core area is between 5000 and 6000 µm².
- From left edge to right edge, the die measures between 70 and 80 µm.
- The run puts the die area at 6170 µm².

Placed design:
- The run puts the placed wire-length estimate after detailed placement at roughly 3900 µm.
- The run gives the final weighted congestion of routability-driven global placement as 0.795.
- The run puts the number of buffers inserted by port buffering at approximately 140.

Final layout:
- The run puts the layout cell share with drive strength beyond 1 at 0.0684.
- Counting the fill cells in the layout gives approximately 440.
- The run puts the fraction of the core area covered by cells at the end of the flow at 0.724.
- The run gives the post-synthesis to final-layout area growth as 72.3%.

Run:
- The run puts the number of max-capacitance violations reported at 0.
- In this run the tools logged warnings totalling about 70.
==> metal layers <==
layer  vias to the layer above  routed length, µm  track usage
li1                        947                  -            -
met1                       816               1980        0.220
met2                        84               2470        0.292
met3                         6                671        0.109
met4                         0                 61       0.0204
met5                         -                  0            0
==> power by group through the flow <==
stage | clock [µW] | sequential, µW | combinational [µW]
after CTS | 986 | 1250 | 248
after global routing | 1040 | 1260 | 267
final | 951 | 1250 | 244
==> per-stage QoR <==
step	hold WS, ns	instance area, µm²	setup WS (ns)	std cells
floorplan	0.411	2340	1.21	200
global placement	0.453	3820	1.04	408
detailed placement	0.466	3820	1.02	408
CTS	0.479	4040	0.730	423
global route	0.490	4040	0.680	423
finish	0.470	4040	0.760	423
==> state kept, by name, indices dropped and copies added (netlist names) <==
register / count
stream_to_bram_fft_v1_0_S00_AXIS_inst.r_axis_tdata: 64
stream_to_bram_fft_v1_0_S00_AXIS_inst.r_w_enable: 1
stream_to_bram_fft_v1_0_S00_AXIS_inst.r_state: 1
stream_to_bram_fft_v1_0_S00_AXIS_inst.r_write_pointer: 10
stream_to_bram_fft_v1_0_S00_AXIS_inst.r_axi_tlast: 1
==> area by class of cell <==
cell class	instances	area, µm²	share of cell area
clock buffer	11	141	0.0350
clock inverter	4	72.6	0.0180
inverter	4	15.0	0.00372
multi-input combinational	111	744	0.184
sequential	77	1540	0.382
tap	72	90.1	0.0223
timing repair buffer	144	1430	0.355
==> cells in the final DEF (no fill, tap or decap), types with 4 or more instances in the layout <==
cell type / synthesis / final
sky130_fd_sc_hd__clkbuf_8: 0 / 10
sky130_fd_sc_hd__and2_1: 67 / 67
sky130_fd_sc_hd__nand2_1: 4 / 4
sky130_fd_sc_hd__a21oi_1: 4 / 4
sky130_fd_sc_hd__clkdlybuf4s50_1: 0 / 141
sky130_fd_sc_hd__nand3_1: 4 / 4
sky130_fd_sc_hd__dfxtp_1: 77 / 77
sky130_fd_sc_hd__inv_1: 4 / 4
==> cells in the mapped netlist, drive strengths merged <==
cell	instances	area (µm²)
a311oi	1	8.76
o21ai	3	15.0
nand2	5	26.3
nor4	2	27.5
ha	1	12.5
and3	1	6.26
o31ai	2	15.0
conb	1	3.75
and2	67	419
nand4	2	25.0
nor3	2	10.0
dfxtp	77	1540
o41a	1	11.3
and4	1	8.76
buf	2	18.8
inv	4	15.0
xor2	2	17.5
or4	2	18.8
a21oi	4	20.0
nor2	1	3.75
nand3	5	30.0
or3	2	12.5
o32ai	1	8.76
clkbuf	6	22.5
mux2i	1	10.0
a211oi	3	27.5
a31oi	1	6.26
==> kinds of logic (layout without fill, tap and decap cells) <==
kind of cell | count (synthesis) | in the layout | synth area share
AND/OR/NAND/NOR | 90 | 90 | 0.251
flip-flops | 77 | 77 | 0.658
AND-OR/OR-AND | 16 | 16 | 0.0481
buffers and inverters | 12 | 163 | 0.0240
XOR/XNOR | 2 | 2 | 0.00748
adder cells (fa/ha/maj) | 1 | 1 | 0.00534
other | 1 | 1 | 0.00160
multiplexers | 1 | 1 | 0.00427
==> how the worst max path moves through the flow <==
stage	start	end	cells after the start
4_1_cts	stream_to_bram_fft_v1_0_S00_AXIS_inst.r_w_enable	bram_w_enable	1
5_1_grt	stream_to_bram_fft_v1_0_S00_AXIS_inst.r_w_enable	bram_w_enable	1
6_report	stream_to_bram_fft_v1_0_S00_AXIS_inst.r_w_enable	bram_w_enable	1
Power is estimated from default activity; no workload was simulated.
